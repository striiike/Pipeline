### run.sh
#!/bin/bash
# OpenROAD 26Q1-2900-gdf79404cd8, Yosys 0.63+post, stock flow scripts
make -C /OpenROAD-flow-scripts/flow DESIGN_CONFIG=/design/flow/config.mk WORK_HOME=/design/flow/orfs finish
### config.mk
export PLATFORM = sky130hd
export DESIGN_NAME = CP0
export DESIGN_NICKNAME = CP0
export VERILOG_FILES = /design/flow/design.v
export SDC_FILE = /design/flow/constraint.sdc
export NUM_CORES = 4
export LEC_CHECK = 1
export CORE_UTILIZATION = 30
### constraint.sdc
current_design CP0

set clk_period 13.9
set clk_io_pct 0.2

create_clock -name clk0 -period $clk_period [get_ports {clk}]

set non_clock_inputs [all_inputs -no_clocks]
set_input_delay [expr $clk_period * $clk_io_pct] -clock clk0 $non_clock_inputs
set_output_delay [expr $clk_period * $clk_io_pct] -clock clk0 [all_outputs]
### design.v
module CP0 (
    input clk,
    input reset,
    input        WE,
    input [ 4:0] A1,   
    input [ 4:0] A2,   
    input [31:0] DIn,
    output [31:0] DOut,
    input        BDIn,
    input [31:0] VPC,
    input [31:0] BadVAddrIn,
    input [ 4:0] ExcCodeIn,
    input [ 5:0] HWInt,
    input        EXLClr,     
    output        Req,
    output [31:0] EPCOut
);
    reg     [31:0] CP0reg[0:31];
    reg     halfClk;
    integer        i;
    initial begin
        for (i = 0; i < 31; i = i + 1) begin
            CP0reg[i] <= 0;
        end
        CP0reg[12]    <= 0;
        CP0reg[14]   <= 0;
        CP0reg[13] <= 0;
        CP0reg[15]  <= "h1ccup";
    end
    wire [7:0] Intsrc = {HWInt[5] | CP0reg[13][30], HWInt[4:0], CP0reg[13][9:8]};
    wire IntReq     = (|(Intsrc & CP0reg[12][15:8])) && CP0reg[12][0] && ~CP0reg[12][1];
    wire ExcCodeReq = (|ExcCodeIn) && ~CP0reg[12][1];
    assign Req    = IntReq | ExcCodeReq;
    assign DOut   = (A1 >= 8 && A1 <= 15) ? CP0reg[A1] : 0;
    assign EPCOut = CP0reg[14];
    always @(posedge clk) begin
        if (reset) begin
            CP0reg[12][31:23] <= 0;
            CP0reg[12][22]    <= 1;
            CP0reg[12][21:16] <= 0;
            CP0reg[12][7:0]   <= 0;
            CP0reg[13] <= 0;
            CP0reg[15]  <= "h1ccup";
        end else begin
            CP0reg[13][15:8] <= Intsrc;
            if (EXLClr) CP0reg[12][1] <= 1'b0;
            if (WE && (A2 >= 5'd8 && A2 <= 5'd15)) begin
                if (A2 == 5'd9)  CP0reg[9]   <= DIn;
                if (A2 == 5'd11) CP0reg[11] <= DIn;
                if (A2 == 5'd12) begin
                    CP0reg[12][15:8] <= DIn[15:8];
                    CP0reg[12][ 1:0] <= DIn[1:0];                   
                end
                if (A2 == 5'd13) begin
                    CP0reg[13][9:8] <= DIn[9:8];    
                end
                if (A2 == 5'd14) CP0reg[14]  <= DIn;
                if (A2 == 5'd15) CP0reg[15] <= DIn;
            end
            if (Req) begin
                CP0reg[14]     <= VPC - (BDIn << 2);             
                CP0reg[8] <= BadVAddrIn;
                CP0reg[12][1]     <= 1'b1;
                CP0reg[13][6:2] <= IntReq ? 5'b0 : ExcCodeIn;
                CP0reg[13][31]      <= BDIn;
            end
            if (CP0reg[9] == CP0reg[11] && CP0reg[11] != 32'd0) begin    
                CP0reg[13][30] <= 1;
            end else begin
                CP0reg[13][30] <= 0;
            end
        end
    end
    always @(posedge clk) begin
        if (reset) begin
            CP0reg[11] <= 0;
            halfClk  <= 0;
        end
        else begin
            CP0reg[9] <= CP0reg[9] + (halfClk == 1);
            halfClk <= (halfClk == 0) ? 1 : 0;
        end
    end
endmodule   
==> impl_metrics.toml <==
# implementation run metrics
[yosys]
top_area_share_pct = 47.4
synthTopCellsByCount = "edfxtp_1, nand2_1, dfxtp_1"
ff_type = "edfxtp_1"
yosys_warnings = 2
aoi_share_pct = 11.5
synthArstFlopShare_pct = 0
topCombFamilyByArea = "simple AND/OR/NAND/NOR gates"
ys_sh_adder_pct = 0.576
synth-edff-count = 137
synth_stat.cells = 776
synth_area_leader_cell = "edfxtp_1"
ys_sh_simple_pct = 18.3
synthXorXnorAreaFrac_pct = 4.33
synth_seq_share_pct = 58.6
ys_sh_mux_pct = 3.57
top_cell = "edfxtp_1"
ys_types = 59
synth_flop_count = 186
ys_area_um2 = 8690
synthTopCellsByArea = "edfxtp_1, dfxtp_1, nand2_1, a21oi_1, xnor2_1"

[status]
stop_stage = "1_2_yosys"
status = "aborted with a tool error"
stop_error = "ERROR: Found 32 problems in 'check -assert'."
==> logic make-up after synthesis <==
| logic type | count (synthesis) |
|---|---|
| flops | 186 |
| other cells | 1 |
| simple gates | 306 |
| fa+ha+maj | 4 |
| mux | 29 |
| buf+inv | 60 |
| xor+xnor | 43 |
| compound gates | 147 |
