$ cat /design/flow/config.mk
export PLATFORM = sky130hd
export DESIGN_NAME = CTRL
export DESIGN_NICKNAME = CTRL
export VERILOG_FILES = /design/flow/design.v
export SDC_FILE = /design/flow/constraint.sdc
export NUM_CORES = 4
export LEC_CHECK = 1
export CORE_AREA = 10 10 109 109
export DIE_AREA = 0 0 119 119
$ cat /design/flow/design.v
module CTRL (
    input [31:0] instr,
    input [ 1:0] stage,
    output [1:0] D_sel_EXT,
    output [1:0] D_sel_NPC,
    output [3:0] D_sel_CMP,
    output [31:0] D_Tuse_rs,
    output [31:0] D_Tuse_rt,
    output D_instr_mdu,
    output [4:0] E_sel_ALU,
    output [3:0] E_sel_MDU,
    output  E_fsel,
    output  E_sel_srcB,
    output [ 4:0] E_Addr,
    output [31:0] E_Tnew,
    output [ 4:0] E_SAddr,
    output [1:0] M_fsel,
    output [1:0] M_sel_st,
    output [2:0] M_sel_ld,
    output [ 4:0] M_Addr,
    output [31:0] M_Tnew,
    output [ 4:0] M_SAddr,
    output       M_en_DM,
    output [2:0] W_fsel,
    output [1:0] W_sel_A3,
    output W_en_GRF,
    output [ 4:0] W_Addr,
    output [31:0] W_Tnew,
    output load,
    output mtc0,
    output eret,
    output RI,
    output en_CP0,
    output syscall,
    output loadstore,
    output arch,
    output jump,
    output Break
);
    wire [5:0] op, f;
    wire [4:0] rs, rt, rd;
    assign op = instr[31:26];
    assign f  = instr[ 5: 0];
    assign rs = instr[25:21];
    assign rt = instr[20:16];
    assign rd = instr[15:11];
    wire add   = (op == 6'b000000 && f == 6'b100000  );
    wire addi  = (op == 6'b001000 );
    wire addu  = (op == 6'b000000 && f == 6'b100001 );
    wire addiu = (op == 6'b001001);
    wire sub   = (op == 6'b000000 && f == 6'b100010  );
    wire subu  = (op == 6'b000000 && f == 6'b100011 );
    wire slt   = (op == 6'b000000 && f == 6'b101010  );
    wire slti  = (op == 6'b001010 );
    wire sltu  = (op == 6'b000000 && f == 6'b101011 );
    wire sltiu = (op == 6'b001011);
    wire mult  = (op == 6'b000000 && f == 6'b011000 );
    wire multu = (op == 6'b000000 && f == 6'b011001);
    wire div   = (op == 6'b000000 && f == 6'b011010  );
    wire divu  = (op == 6'b000000 && f == 6'b011011 );
    wire And   = (op == 6'b000000 && f == 6'b100100  );
    wire andi  = (op == 6'b001100 );
    wire lui   = (op == 6'b001111  );
    wire Nor   = (op == 6'b000000 && f == 6'b100111  );
    wire Or    = (op == 6'b000000 && f == 6'b100101   );
    wire ori   = (op == 6'b001101  );
    wire Xor   = (op == 6'b000000 && f == 6'b100110  );
    wire xori  = (op == 6'b001110 );
    wire sll   = (op == 6'b000000 && f == 6'b000000  );
    wire sllv  = (op == 6'b000000 && f == 6'b000100 );
    wire sra   = (op == 6'b000000 && f == 6'b000011  );
    wire srav  = (op == 6'b000000 && f == 6'b000111 );
    wire srl   = (op == 6'b000000 && f == 6'b000010  );
    wire srlv  = (op == 6'b000000 && f == 6'b000110 );    
    wire beq   = (op == 6'b000100  );
    wire bne   = (op == 6'b000101  );
    wire bgez  = (op == 6'b000001 && rt == 5'b00001  );
    wire bgtz  = (op == 6'b000111 );
    wire blez  = (op == 6'b000110 );
    wire bltz  = (op == 6'b000001 && rt == 5'b00000  );
    wire bltzal= (op == 6'b000001 && rt == 5'b10000);
    wire bgezal= (op == 6'b000001 && rt == 5'b10001);
    wire j     = (op == 6'b000010    );
    wire jal   = (op == 6'b000011  );
    wire jr    = (op == 6'b000000 && f == 6'b001000   );    
    wire jalr  = (op == 6'b000000 && f == 6'b001001 );
    wire mfhi  = (op == 6'b000000 && f == 6'b010000 );
    wire mflo  = (op == 6'b000000 && f == 6'b010010 );
    wire mthi  = (op == 6'b000000 && f == 6'b010001 );
    wire mtlo  = (op == 6'b000000 && f == 6'b010011 );
    wire lb    = (op == 6'b100000   );
    wire lbu   = (op == 6'b100100  );    
    wire lh    = (op == 6'b100001   );
    wire lhu   = (op == 6'b100101  );
    wire lw    = (op == 6'b100011   );
    wire sb    = (op == 6'b101000   );
    wire sh    = (op == 6'b101001   );
    wire sw    = (op == 6'b101011   );    
    assign Break    = (op == 6'b000000 && f == 6'b001101  );
    assign syscall  = (op == 6'b000000 && f == 6'b001100);
    assign mtc0     = (instr[31:21] == 11'b010000_00100);
    wire mfc0       = (instr[31:21] == 11'b010000_00000);
    assign eret     = (instr == 32'b010000_1000_0000_0000_0000_0000_011000);
    wire mul = (op == 6'b011100 && f == 6'b000010);
    assign arch = add | addi | sub;
    wire store, branch, cal_r, cal_i, md, mt, mf;
    assign loadstore = load | store;
    assign cal_r =  add | sub | addu | subu | mul |
                    slt | sltu |
                    sll | sllv | sra | srav | srl | srlv |
                    And | Or | Xor | Nor;  
    assign cal_i = addi | addiu | 
                   slti | sltiu |
                   andi | ori | xori;                 
    assign load   = lw | lh | lb | lbu | lhu;
    assign store  = sw | sh | sb;
    assign branch = beq | bne | bgez | bgtz | blez | bltz;
    wire branchal = bltzal | bgezal;
    assign D_instr_mdu = md | mt | mf;
    assign md = mult | multu | div | divu;
    assign mt = mtlo | mthi;
    assign mf = mflo | mfhi;
    wire shift = sll | srl | sra | sllv | srlv | srav;
    assign W_en_GRF = cal_i | cal_r | branchal | jal | jalr | load | mfhi | mflo | mfc0 | lui;
    assign W_sel_A3 = (cal_r | mf)             ? 2'b01 : 
                      (jal | jalr | branchal)  ? 2'b10 : 
                                                 2'b00 ;
    assign E_sel_MDU = (mul)  ? 4'd9 :
                       (mtlo) ? 4'd8 : 4'b1111;
    assign M_en_DM   = (store);
    assign D_sel_EXT = (load | store | branch | branchal 
                       | addi | addiu | slti | sltiu) ? 2'b01 :
                       (lui)                          ? 2'b10 :  
                                                        2'b00;
    assign D_sel_NPC =  (branch | branchal) ? 2'b00 : 
                        (j | jal)           ? 2'b01 : 
                        (jr | jalr)         ? 2'b10 : 
                                                2'b11;
    assign D_sel_CMP =  (beq)       ? 4'd1 : 
                        (bne)       ? 4'd2 : 
                        (bgez)      ? 4'd3 : 
                        (bgtz)      ? 4'd4 : 
                        (blez)      ? 4'd5 : 
                        (bltz)      ? 4'd6 : 
                        (bltzal)    ? 4'd7 : 
                        (bgezal)    ? 4'd8 : 4'd0;
    assign E_sel_srcB = (load | store | cal_i | lui) ? 2'b01 : 2'b00;
    assign E_sel_ALU =  (add | addi | addu | addiu) ? 5'd1 :
                        (sub | subu)                ? 5'd5 :
                        (slt)                       ? 5'd7 : 
                        (sltu)                      ? 5'd9 : 
                        (slti)                      ? 5'd8 : 
                        (sltiu)                     ? 5'd10 : 
                        (And | andi)                ? 5'd11 : 
                        (lui)                       ? 5'd13 : 
                        (Nor)                       ? 5'd14 : 
                        (ori | Or)                  ? 5'd15 : 
                        (xori | Xor)                ? 5'd17 : 
                        (load)                      ? 5'd1 : 
                        (store)                     ? 5'd1 :
                        (sll)                       ? 5'd19 : 
                        (sllv)                      ? 5'd20 :
                        (sra)                       ? 5'd21 :
                        (srav)                      ? 5'd22 :
                        (srl)                       ? 5'd23 :
                        (srlv)                      ? 5'd24 :
                                                        5'b0;
    assign M_sel_st = (sw) ? 2'b00 :
                      (sh) ? 2'b01 :
                      (sb) ? 2'b10 : 2'b11;
    assign M_sel_ld = (lw)  ? 3'd1 :
                      (lh)  ? 3'd2 :
                      (lhu) ? 3'd3 : 
                      (lb)  ? 3'd4 : 
                      (lbu) ? 3'd5 : 3'b0;
    assign E_Addr = (lui)                   ? rt : 
                    (jal | jalr | branchal) ? 31 : 
                                              5'b0; 
    assign M_Addr = (cal_r | mf)            ? rd : 
                    (jal | jalr | branchal) ? 31 : 
                    (lui | cal_i)           ? rt : 
                                              5'b0; 
    assign W_Addr = (cal_r | mf)                ? rd : 
                    (jal | jalr | branchal)     ? 31 : 
                    (load | cal_i | lui | mfc0) ? rt : 
                                                  5'b0;  
    assign E_fsel = (jal | jalr | branchal) ? 2'b01 : 
                                              2'b00 ;
    assign M_fsel = (jal | jalr | branchal) ? 2'b01 : 
                    (mf | mul)                    ? 2'b10 : 
                                              2'b00 ;
    assign W_fsel = (load)                  ? 3'b000  : 
                    (jal | jalr | branchal) ? 3'b010  : 
                    (mf | mul)              ? 3'b011 : 
                    (mfc0)                  ? 3'b100 :
                                              3'b001 ;
    assign E_SAddr = (cal_r | mf)            ? rd : 
                     (jal | jalr | branchal) ? 31 : 
                                               rt ;
    assign M_SAddr = (cal_r | mf)            ? rd : 
                     (jal | jalr | branchal) ? 31 : 
                                               rt ;
    assign D_Tuse_rs = (cal_i | cal_r | load | store | md | mt) ? 1 : 
                       (branch | jr | jalr | branchal)          ? 0 :       
                                                                100;
    assign D_Tuse_rt = (cal_r | md)     ? 1 :
                       (store | mtc0)   ? 2 : 
                       (branch)         ? 0 : 
                                        100;
    assign E_Tnew = (cal_r | cal_i | mf)    ? 1 : 
                    (load | mfc0)           ? 2 : 
                                              0;
    assign M_Tnew = (load | mfc0) ? 1 : 
                                    0 ;
    assign W_Tnew = 0;
endmodule 
$ cat /design/flow/constraint.sdc
current_design CTRL

set clk_period 8.0
set clk_io_pct 0.2

create_clock -name clk0 -period $clk_period

set non_clock_inputs [all_inputs -no_clocks]
set_input_delay [expr $clk_period * $clk_io_pct] -clock clk0 $non_clock_inputs
set_output_delay [expr $clk_period * $clk_io_pct] -clock clk0 [all_outputs]
$ cat /design/flow/run.sh
#!/bin/bash
# OpenROAD 26Q1-2900-gdf79404cd8, Yosys 0.63+post, stock flow scripts
make -C /OpenROAD-flow-scripts/flow DESIGN_CONFIG=/design/flow/config.mk WORK_HOME=/design/flow/orfs finish
==> results.cfg <==
; physical design summary
[outcome]
status = finished clean

[final_timing]
rsz0062_at_grt = false
hold_violations = 0
setup_viol_count_final = 0
fin_crit_sh_pct = 77.8
slew_viol_final = 0
tightest_slew_ns = 0.706
fin_tns_setup_ns = 0
finalCriticalPeriod_ns = 6.23
fmax_ghz = 0.161
max_slew_margin_pct = 51.7
timing.hold.ws_ns = 4.22
setup_ws_ns = 1.77

[place]
place_ws_ns = 1.78
placed_cells = 594
globalplace.congestion = 0.929
portBuffers = 109
hpwl_um = 8330

[cts]
ctsHoldBuffers = 0
cts_setup_buffers = 0
post_cts_resized = 0

[die]
core_mm2 = 0.00964
floorplanUtilization_pct = 26.3
die_area_mm2 = 0.0142
io_pins = 263
num_rows = 36
die_h_um = 119
die_x_um = 119

[min_path]
hp-start = instr[9]
hold_class = in -> out
holdPathStages = 4
min_to = eret

[job]
warning_count = 34
cap_violations = 0

[power_and_ir_drop]
p_per_area_mw_per_mm2 = 30.7
peakVddDrop_v = 0.00000862
finalPower_uw = 93.3
p_leak_uw = 0.00144

[grt]
gr-max-usage-layer = met2
grtUsageTotal_pct = 12.0
grt_max_degree = 21
antenna_found_initial = 0
grt_use_met2_pct = 20.8
use_met3_pct = 2.69
grt_pass1_wl_um = 14100
overflow = 0
grt_util_met1_pct = 15.3
grt_pass1_vias = 2501

[detailed_routing]
first_pass_iters = 4
drt_iter0_drc = 159
wl_per_cell_um = 16.0
dr_total_vias = 2449
drc_errors = 0
vias_per_cell = 4.12
wirelength_um = 9520
num_antenna_cells = 0
drtAntennaViolNets = 0

[finish]
clock_buffers = 0
fillers = 1062
seqCellArea_um2 = 0
nFlopsAndLatches = 0
syn_to_final_growth_pct = 19.7
fin_cells = 594
drive_gt1_share_pct = 3.69

[yosys]
synthCells = 386
postSynthSeqShare_pct = 0
synth_area_per_cell_um2 = 6.58
synth_chip_area_mm2 = 0.00254
synth_cell_types = 55
yosysWarningCount = 3
ys_cells = 386
syn_area_mm2 = 0.00254

[setup_path]
crit_arrival_ns = 4.63
cp-start-kind = input pin
worstSetupPathType = in -> out
critPathRequiredTime_ns = 6.40
crit_path_end_kind = output pin
crit_fanout = 20
[worst max-delay path: stages]
cell and delay (ns):
clkdlybuf4s50_1 0.72, or4_4 0.68, or4_4 0.56, o21ai_4 0.21
or3_1 0.22, o22a_2 0.16, clkdlybuf4s50_1 0.46
[cell families after synthesis]
family / synth area share [%]
xor+xnor: 1.03
simple gates: 27.3
compound gates: 18.4
other cells: 0.296
buf+inv: 53.0
[stage by stage]
step	util [%]	instance area, um^2
2_1_floorplan	-	3100
4_1_cts	31.5	3040
3_3_place_gp	31.5	3040
6_report	31.5	3040
5_1_grt	31.5	3040
3_5_place_dp	31.5	3040
[cells in the mapped netlist (3+ instances only)]
cell / instances / share of area, %
xnor2_1: 3 / 1.0
or2_2: 3 / 0.74
o21ai_0: 10 / 2.0
a211o_1: 6 / 2.1
a2bb2oi_1: 4 / 1.4
nor2b_1: 8 / 2.0
nand2_1: 23 / 3.4
clkbuf_1: 15 / 2.2
nand2b_1: 10 / 2.5
nor4_1: 6 / 1.5
or4_4: 3 / 1.3
and3_1: 5 / 1.2
a21oi_1: 13 / 2.6
nor2_1: 20 / 3.0
buf_4: 163 / 48
nor3_1: 14 / 2.8
a21o_1: 6 / 1.8
or3_1: 4 / 0.99
nand3_1: 12 / 2.4
inv_1: 6 / 0.89
[how the worst max path moves through the flow]
stage	from	endpoint	slack, ns	depth (start not counted)
6_report	instr[27]	E_SAddr[4]	1.77	7
5_1_grt	instr[28]	M_Addr[4]	1.54	7
4_1_cts	instr[27]	M_Addr[4]	1.77	7
[power breakdown]
part	internal (uW)	total, uW	switching [uW]
Combinational	49.4	93.3	43.9
Clock	0	0	0
Sequential	0	0	0
Total	49.4	93.3	43.9
[layout by cell type (no fill, tap or decap), types with 3 or more instances in the layout]
cell / synthesis / layout
clkdlybuf4s50_1: 0 / 109
nor4_1: 6 / 6
nand2b_1: 10 / 10
xnor2_1: 3 / 3
or3_1: 4 / 4
conb_1: 2 / 152
or4_4: 3 / 3
inv_1: 6 / 6
a21o_1: 6 / 6
nor3_1: 14 / 14
a211o_1: 6 / 6
nand3_1: 12 / 12
and3_1: 5 / 5
or2_2: 3 / 3
nand2_1: 23 / 23
nor2_1: 20 / 20
a21oi_1: 13 / 13
nor2b_1: 8 / 8
o21ai_0: 10 / 10
a2bb2oi_1: 4 / 4
[final cells by class]
class | instances | area [um^2] | share of cell area [%]
multi-input cells | 345 | 1760 | 57.8
repair buffers | 109 | 1090 | 35.9
inverters | 7 | 26.3 | 0.864
well taps | 133 | 166 | 5.47
[layer usage]
layer | vias up | routed length (um) | share of wire (%)
li1 | 1157 | - | -
met1 | 1099 | 3920 | 41
met2 | 184 | 4630 | 49
met3 | 9 | 822 | 8.6
met4 | 0 | 142 | 1.5
met5 | - | 0 | 0
