## flow/design.v

```verilog
module D_GRF (
    input  [31:0] instr,
    input  [31:0] pc,
    input         clk,
    input         rst,
    input  [ 4:0] A1,
    input  [ 4:0] A2,
    input  [ 4:0] A3,
    input         WE,
    input  [31:0] WD3,
    output [31:0] RD1,
    output [31:0] RD2
);
    reg [31:0] grf[0:31];
    assign RD1 = (A1 == A3 && A3 != 5'b0 && WE) ? WD3 : grf[A1];
    assign RD2 = (A2 == A3 && A3 != 5'b0 && WE) ? WD3 : grf[A2];
    integer i = 0;
    integer j = 0;
    initial begin
        for (i = 0; i < 32; i = i + 1) begin
            grf[i] <= 0;
        end
    end
    always @(posedge clk) begin
        if (rst) begin
            for (i = 0; i < 32; i = i + 1) begin
                grf[i] <= 0;
            end
        end else begin
            if (WE && A3 > 0) begin
                grf[A3] <= WD3;
            end
        end
    end
endmodule
```

## flow/run.sh

```bash
#!/bin/bash
# OpenROAD 26Q1-2900-gdf79404cd8, Yosys 0.63+post, stock flow scripts
make -C /OpenROAD-flow-scripts/flow DESIGN_CONFIG=/design/flow/config.mk WORK_HOME=/design/flow/orfs finish
```

## flow/config.mk

```make
export PLATFORM = sky130hd
export DESIGN_NAME = D_GRF
export DESIGN_NICKNAME = D_GRF
export VERILOG_FILES = /design/flow/design.v
export SDC_FILE = /design/flow/constraint.sdc
export NUM_CORES = 4
export LEC_CHECK = 1
export CORE_UTILIZATION = 30
export SYNTH_HDL_FRONTEND = slang
```

## flow/constraint.sdc

```tcl
current_design D_GRF

set clk_period 21.0
set clk_io_pct 0.2

create_clock -name clk0 -period $clk_period [get_ports {clk}]

set non_clock_inputs [all_inputs -no_clocks]
set_input_delay [expr $clk_period * $clk_io_pct] -clock clk0 $non_clock_inputs
set_output_delay [expr $clk_period * $clk_io_pct] -clock clk0 [all_outputs]
```

==> reports/metrics.yaml <==
postSynth.asyncResetShare_pct: 0
critPathLaunchType: "input pin"
yosys_area_um2: 54400
ctsLongestPathBuffers: 3
timing.critical_path.required_ns: 16.80
crit_path_top_delay_cell: "buf_4"
hold_violations: 0
yosys.area.top_type_share_pct: 56.5
final_design_instance_area_without_fill_um2: 61300
hold_path.startpoint: "rst"
synth_area_um2: 54400
grt_pass1_wl_mm: 255
cts.repair_timing.setup_buffer_count: 0
portBuffers: 113
final_min_period_over_clock_period_pct: 61.2
post_cts_resized: 0
cts.sink_count: 1024
max_cap_violations: 0
hold_depth: 1
synthesis.instances: 3494
top_register: "grf"
layout_cell_share_with_drive_strength_beyond_1_pct: 22.4
pre_cts_ws_ns: 8.14
timing.final.setup_violations: 0
yosys-top-cells-area: "edfxtp_1, mux4_2, and2_1"
num_rows: 155
clock_tree.root_cell: "clkbuf_16"
cts_tree: "done"
first_global_vias: 34821
wire_per_inst_um: 30.5
max-slew-margin-rel_pct: 33.0
run_status: "complete, no violations"
remaining_drc_errors: 0
area_growth_syn_to_layout_pct: 12.7
synth.top_cells.by_count: "edfxtp_1, and2_1, mux4_2"
cts_made_buffers: 107
fraction_of_the_yosys_area_taken_by_sequential_cells_pct: 56.5
timing.critical_path.buf_inv: 5
postSynth.topFlopCell: "edfxtp_1"
worst_pin_slew_ns: 1.00
design_power_total_mw: 4.87
synth_top_cell_by_area: "edfxtp_1"
postLayoutSetupSlackWorst_ns: 8.14
enable_flop_cells: 1024
post_synth_num_cell_types: 41
minimum_clock_period_after_layout_ns: 12.86
die_width_um: 428
yosys-stat-cells: 3494
violation_count_after_the_first_detailed_route_iteration: 2112
final_wtd_congestion: 0.887
final_antenna_net_count: 0
wirelength_mm: 182
clkSlewWorstSetupHoldPaths_ns: 0.06
postLayoutCoreUtil_pct: 34.2
detailroute.via_count: 32521
rsz0062_at_grt: "false"
maximum_number_of_pins_on_one_net_before_global_route_repair: 90
postCtsHoldBufs: 0
ir_drop_worst_vdd_mv: 0.0655
crit_arrival_ns: 8.66
dp_hpwl_mm: 105
worstPathCellList: "buf_8 -> buf_4 -> buf_4 -> buf_4 -> mux4_1 -> o22ai_1 -> or4_1 -> o21ai_1 -> clkdlybuf4s50_1"
syn-mean-instance-area_um2: 15.6
hold_end: "grf[0][3]"
total_power_density_per_cell_area_nw_per_um2: 79.5
power.static_leakage_nw: 20.4
route.detailed.vias_per_inst: 5.46
synth-warning-count: 0
core_area_um2: 179000
min-delay-path-class: "in2reg"
design.portCount: 178
drtPass1Iterations: 6
fmax_ghz: 0.0778
worst_path_largest_cell_delay_ns: 0.68
path_common_cell: "buf_4"
final-max-slew-violation-count: 0
family_with_the_most_delay_on_the_worst_path: "buffers and inverters"
grt.overflow.total: 0
grt_antenna_before_repair: 4
yosys.cell_count.top_type: "edfxtp_1"
top_regs: "grf x1024"
cts.htree.levels: 3
timing.critical_path.fanout_max: 56
timing_worst_setup_path_type: "in2out"
global_route.usage.total_pct: 21.0
openroad.warnings: 90
postSynthRegisterBits: 1024
filler_cell_count: 16800
die_y_um: 428
fp_util_pct: 30.4
fin_setup_tns_ns: 0
setup.worst_path.end_class: "output port"
fp.dieArea_um2: 183000
placed_area_um2: 57900
max_ffs_per_register: 1024
metal layers:
metal	routed length (µm)	global-route usage (%)	vias up	part of all wire, %
met2	86900	32.6	2182	48
met5	229	1.07	-	0.13
met1	56300	21.9	16184	31
met3	28200	14.3	470	16
met4	10200	9.17	10	5.6
li1	-	-	13675	-
cells by family (layout without fill, tap and decap cells):
family / Yosys count / in the layout / synth area share (%)
multiplexers: 519 / 519 / 21.8
buffers and inverters: 387 / 464 / 4.00
AND-OR/OR-AND: 317 / 317 / 3.54
XOR/XNOR: 10 / 10 / 0.161
AND/OR/NAND/NOR: 1236 / 1236 / 13.9
flip-flops: 1024 / 1024 / 56.5
other: 1 / 34 / 0.00689
area by class of cell:
| type | count | area, µm² | area share, % |
|---|---|---|---|
| flip-flops and latches | 1024 | 30700 | 50.2 |
| repair buffers | 266 | 2320 | 3.79 |
| diodes | 2 | 5.00 | 0.00817 |
| well taps | 2355 | 2950 | 4.81 |
| clock buffers | 126 | 2770 | 4.52 |
| multi-input cells | 2114 | 21800 | 35.6 |
| clock inverters | 72 | 647 | 1.06 |
cells in the final DEF (no fill, tap or decap), types with 3 or more instances in the layout:
cell type        Yosys  routed
clkinv_1             0      29
clkbuf_1           220      18
o22ai_1            248     248
conb_1               1      32
mux4_1              85      85
nand2_1             69      65
nand3b_1            12      12
buf_8                3       4
and2_1             992     992
or2_2               24      31
nor2_1              31       7
inv_6                0       3
nor2_4               0      31
nand2_2              0       4
clkdlybuf4s50_1      0     108
xor2_1               4       4
nor2b_1              5       5
clkbuf_16            0     108
mux4_2             423     423
xnor2_1              6       6
nand3_1              9       7
buf_4                3     152
o21ai_1             62      62
mux2i_1             11      11
bufinv_16            0      11
edfxtp_1          1024    1024
or4_1               63      63
clkinv_2             0      24
power breakdown:
part,internal (mW),total (mW),switching [mW]
logic,0.256,0.566,0.309
registers,2.36,2.41,0.0495
clock network,1.07,1.90,0.824
through the flow:
step / std cells / hold slack (ns)
finish: 5959 / 4.00
global route: 5957 / 3.99
CTS: 5957 / 3.95
detailed placement: 5759 / 4.72
global placement: 5759 / 4.73
floorplan: 3525 / 4.40
worst max-delay path by stage:
stage,start,to,slack (ns),cells after the start
6_report,A2[1],RD2[3],8.14,9
5_1_grt,A2[1],RD2[3],7.95,9
4_1_cts,A2[1],RD2[3],8.15,9
No activity file was given, so power comes from the tool's default toggle rates.
